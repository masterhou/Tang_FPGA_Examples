==> flow/design.v <==
module text (
	input clk, rst,
	output reg[9:0]  rom_adr,
	input wire[31:0] rom_data,
	input wire[9:0] posx, posy,
	input wire[10:0] x, y,
	input wire[3:0] char,
	output reg do
);
reg[9:0] rom_adress;
reg[4:0] x_cnt;
always @(char)
	case(char)
		4'd0: rom_adress <= (10'd64 * 10'd0);
		4'd1: rom_adress <= (10'd64 * 10'd1);
		4'd2: rom_adress <= (10'd64 * 10'd2);
		4'd3: rom_adress <= (10'd64 * 10'd3);
		4'd4: rom_adress <= (10'd64 * 10'd4);
		4'd5: rom_adress <= (10'd64 * 10'd5);
		4'd6: rom_adress <= (10'd64 * 10'd6);
		4'd7: rom_adress <= (10'd64 * 10'd7);
		4'd8: rom_adress <= (10'd64 * 10'd8);
		4'd9: rom_adress <= (10'd64 * 10'd9);
		default: rom_adress <= (10'd64 * 10'd10);
	endcase
always @(posedge clk or negedge rst)
	if(!rst) x_cnt <= 6'd32-1;
	else if(x >= posx && x < posx + 6'd32) begin
		x_cnt <= x_cnt - 1'b1;
		do <= rom_data[x_cnt];
	end
	else begin
		x_cnt <= 6'd32-1;
		do <= 1'b0;
	end
always @(rom_adress)
	if(y >= posy && y < posy + 7'd64)
		rom_adr <= rom_adress + (y-posy);
endmodule
module block #(parameter N=4)
(
	input clk, rst,
	output wire[9:0] rom_address,
	input wire[31:0] rom_data,
	input wire[9:0] posx, posy,
	input wire[10:0] x, y,
	input wire[11:0] number,
	output wire do
);
wire[3:0] i, ii;
wire[9:0] poxx, xx;
reg[3:0] char[0:4];
assign xx = (x-posx);
assign i = xx[9:5]<N ?  xx[9:5] : 0;
assign poxx = posx + 6'd32*i;
text text(clk, rst, rom_address, rom_data, poxx, posy, x, y, char[i], do);
always @(number) begin
	char[0] <= number / 1000;
	char[1] <= number / 100 % 10;
	char[2] <= number / 10  % 10;
	char[3] <= number % 10;
end
endmodule
==> flow/run.sh <==
#!/bin/bash
# OpenROAD 26Q1-2900-gdf79404cd8, Yosys 0.63+post, stock flow scripts
make -C /OpenROAD-flow-scripts/flow DESIGN_CONFIG=/design/flow/config.mk WORK_HOME=/design/flow/orfs finish
==> flow/config.mk <==
export PLATFORM = sky130hd
export DESIGN_NAME = block
export DESIGN_NICKNAME = block
export VERILOG_FILES = /design/flow/design.v
export SDC_FILE = /design/flow/constraint.sdc
export NUM_CORES = 4
export LEC_CHECK = 1
export CORE_UTILIZATION = 50
==> flow/constraint.sdc <==
current_design block

set clk_period 2.3
set clk_io_pct 0.2

create_clock -name clk0 -period $clk_period [get_ports {clk}]

set non_clock_inputs [all_inputs -no_clocks]
set_input_delay [expr $clk_period * $clk_io_pct] -clock clk0 $non_clock_inputs
set_output_delay [expr $clk_period * $clk_io_pct] -clock clk0 [all_outputs]
==> flow_summary_export.csv <==
group,metric,value,unit
status,status,"complete, but fails checks",
status,failed_checks,"negative setup slack",
logic_synthesis,edf_count,1,
logic_synthesis,synth_cell_types,111,
logic_synthesis,largest_area_cell,"ha_1",
routing,n_antenna_cell,0,
routing,ant_nets,0,
routing,drt_iter0_markers,924,
routing,via_count,10100,
logic_synthesis,top_cell_area_share,11.7,%
sta,fin_ws,-1.75,ns
final_layout,layout_top_cells,"nor2_1, nand2_1, a21oi_1",
placement,gp_congestion,0.984,
floorplan,rows,47,
pwr,vdd_drop_max,0.976,mV
clock_network,clk_path_buf_depth,2,
pwr,pwr_density_cell,634,nW/um^2
global_routing,grt_pass1_vias,9043,
sta,fmax,247,MHz
clock_network,hold_buffers,0,
sta,setup_viol,6,
final_layout,lay_top_count,"nor2_1",
run,tool_warnings,33,
setup_path,cp_cell_sequence,"buf_6 -> clkinv_4 -> ha_4 -> nor2b_4 -> o21a_4 -> o211ai_1 -> and4_1 -> o21ai_2 -> nor2_2 -> inv_2 -> a21oi_4 -> fa_2 -> ha_4 -> inv_2 -> ha_4 -> a21o_1 -> a21oi_2 -> nor2b_1 -> o21ai_1 -> nand2b_1 -> a221oi_2 -> nor2b_1",
logic_synthesis,avgSynthCellArea,6.91,sq um
setup_path,worstPathMaxFanout,5,
setup_path,worstSetupEndpointType,"flip-flop",
setup_path,cp.required,2.39,ns
placement,io_buffers,98,
routing,vias_per_cell,6.31,
floorplan,core_area,16700,sq um
setup_path,reg2reg_setup_slack,0.10,ns
placement,dp.cells,1579,
floorplan,die_w,133,um
logic_synthesis,netlist_instances,1249,
clock_network,root_buffer,"clkbuf_16",
sta,untimed_endpoints,20,
global_routing,track_usage,31.2,%
final_layout,stdcell_count,1594,
floorplan,fp_util,51.7,%
sta,finalClockPeriodUsage,176,%
global_routing,antenna_found_initial,0,
logic_synthesis,ys_area,8630,sq um
setup_path,cpPeakStageDelay,0.49,ns
sta,unclocked_pins,10,
setup_path,arrival,4.14,ns
setup_path,startpoint_type,"input port",
final_layout,area_growth,22.2,%
logic_synthesis,synth-main-ff-cell,"dlxtp_1",
floorplan,io_pins,99,
floorplan,die_y,133,um
placement,hpwl,21800,um
routing,wire_per_inst,17.0,um
setup_path,timing.rr.end,"text.do$_SDFFCE_PN0P_",
setup_path,critPathKind,"input port to flip-flop",
sta,whs,0.585,ns
setup_path,worstReg2RegStart,"text.x_cnt[0]$_DFF_PN1_",
logic_synthesis,netlist_area,8630,sq um
sta,period_needed,4.05,ns
hold_path,min_path_cells,2,
routing,first_pass_iters,5,
clock_network,insertion_delay,0.23,ns
pwr,p_leak,0.00445,uW
setup_path,slowest_stage,"fa_2",
sta,clock-skew-final,0.00366,ns
setup_path,critPathCapture,"text.do$_SDFFCE_PN0P_",
logic_synthesis,synth_async_sr_flop_share,31.3,%
logic_synthesis,ys_ff,16,
logic_synthesis,ys_cells,1249,
floorplan,dieArea,17800,sq um
global_routing,grt_pass1_wl,45200,um
clock_network,cts_buffers,3,
final_layout,layout-drive-gt1-share,15.1,%
routing,drc,0,
sta,rsz0062_at_grt,"true",
routing,wirelength,27100,um
logic_synthesis,top_cells_by_area,"ha_1, a21oi_1, xnor2_1",
clock_network,htree_levels,1,
hold_path,holdCritPathClass,"flip-flop to flip-flop",
setup_path,worst_r2r_path_depth,4,
setup_path,crit_start,"posx[1]",
global_routing,grt.overflow.total,0,
sta,hold_viol,0,
sta,drv_slew,0,
logic_synthesis,yosysWarnings,8,
sta,maxSlewHeadroom,39.6,%
clock_network,clk_pin_slew_worst_paths,0.04,ns
setup_path,crit_top_cell,"ha_4",
clock_network,cts_tree,"yes",
global_routing,grt_max_degree,35,
run,max-cap-violations,0,
sta,worst_pin_slew,0.906,ns
final_layout,fill_cells,1542,
[power breakdown]
part	leakage, uW	switching, uW	internal [uW]
Combinational	0.00427	3520	2630
Sequential	0.000142	38.6	211
Clock	0.0000382	62.3	230
[Yosys cell counts (all sizes together) (5+ instances only)]
master / n
a2111oi: 8
a211o: 10
a211oi: 24
a21boi: 8
a21o: 27
a21oi: 95
a221oi: 12
a22oi: 8
a311oi: 9
a31o: 8
a31oi: 21
a32oi: 5
and2: 14
and3: 17
buf: 25
clkbuf: 29
dfstp: 5
dlxtp: 10
fa: 7
ha: 81
inv: 75
mux2i: 17
mux4: 10
nand2: 103
nand2b: 17
nand3: 53
nand3b: 5
nand4: 23
nor2: 107
nor2b: 18
nor3: 62
nor3b: 6
nor4: 12
o2111ai: 9
o211ai: 22
o21a: 25
o21ai: 79
o22ai: 7
o311ai: 7
o31ai: 11
or2: 11
or3: 12
or4: 5
xnor2: 47
xor2: 21
[metrics by stage]
stage	total power, uW	area, sq um	TNS (ns)	worst slack [ns]	util [%]
2_1_floorplan	4810	8820	-12.48	-2.19	-
3_3_place_gp	6200	10300	-14.87	-2.49	61.7
3_5_place_dp	6230	10300	-15.45	-2.60	61.7
4_1_cts	6570	10400	-13.01	-2.19	62.4
5_1_grt	7390	10600	-12.25	-2.06	63.2
6_report	6690	10600	-10.41	-1.75	63.2
[cell type report]
| class | instances | area (sq um) | area share, % |
|---|---|---|---|
| Multi-Input combinational cell | 1102 | 8040 | 76.2 |
| Sequential cell | 16 | 312 | 2.95 |
| Clock buffer | 4 | 78.8 | 0.747 |
| Inverter | 78 | 308 | 2.92 |
| Timing Repair Buffer | 174 | 1540 | 14.6 |
| Tap cell | 220 | 275 | 2.61 |
[worst max-delay path: cells and delay by family]
kind	cells	cell delay [ns]
compound gates	8	1.46
fa+ha+maj	4	1.20
simple gates	6	0.83
buf+inv	4	0.21
[state kept, by name, indices dropped and copies added (netlist names)]
register	count
text.do	1
text.rom_adr	10
text.x_cnt	5
[repair_timing]
action	4_1_cts	5_1_grt
endpoints found under the setup margin	6	6
gates resized	13	48
setup buffers	5	6
pin swaps	13	31
gates cloned	0	0
[metal layers]
layer	global-route usage [%]	routed length [um]	share of wire [%]	vias to the layer above
met5	0	0	0	-
met4	6.19	612	2.3	0
met3	3.96	2220	8.2	49
met2	47.4	11600	43	430
met1	47.5	12700	47	4557
li1	-	-	-	5022
[cells by family after synthesis]
group,after synthesis,share of synthesized area (%)
latches,10,1.74
other,1,0.0434
AOI/OAI and AO/OA,436,36.5
xor gates and xnor gates,68,6.98
DFF,6,1.87
and+or+nand+nor,474,27.6
buffers and inverters,132,6.23
muxes,31,5.29
adders and majority gates,91,13.7
[how the worst min path moves through the flow]
stage	start	slack [ns]	end
4_1_cts	text.x_cnt[4]$_DFF_PN1_	0.59	text.x_cnt[4]$_DFF_PN1_
5_1_grt	text.x_cnt[4]$_DFF_PN1_	0.60	text.x_cnt[4]$_DFF_PN1_
6_report	text.x_cnt[4]$_DFF_PN1_	0.59	text.x_cnt[4]$_DFF_PN1_
Power and IR drop assume default switching activity.
