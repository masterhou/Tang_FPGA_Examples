$ cat flow/design.v
module lcd_sync
#(
	parameter IMG_W = 100,   
	parameter IMG_H = 100,   
	parameter IMG_X = 0,
	parameter IMG_Y = 0
)
(
	input wire clk,
	input wire rest_n,
	output wire lcd_clk,
	output wire lcd_pwm,
	output wire lcd_hsync, 
	output wire lcd_vsync, 
	output wire lcd_de,
	output wire [10:0] hsync_cnt,
	output wire [10:0] vsync_cnt,
	output wire img_ack,
	output wire [15:0]addr
	);
	localparam TFT_H = 800;   
	localparam TFT_V = 480;   
	localparam thb = 256;
	localparam th = 1056 + thb;
	localparam tvb = 45;
	localparam tv = 525 + tvb;
	reg [10:0] counter_hs;
	reg [10:0] counter_vs;
	always@(posedge clk)begin
	if(rest_n == 1'b0)begin
		counter_hs <= 0;
		counter_vs <= 0;
	end
	else begin
	if(counter_hs == th	)begin
		if(counter_vs == tv)
			counter_vs <= 0;
		else
			counter_vs <= counter_vs + 1;
			counter_hs <= 0;
	end
	else
		counter_hs <= counter_hs + 1;
	end	
	end
	reg [10:0]img_hbegin = 0;    
	reg [10:0]img_vbegin = 0;    
	assign lcd_clk = (rest_n == 1) ? clk : 1'b0;
	assign lcd_pwm = (rest_n == 1) ? 1'b1 : 1'b0;
	assign lcd_hsync = (counter_hs >= (thb+4) && counter_hs < (th-5)) ? 0 : 1;
	assign lcd_vsync = (counter_vs >= (tvb+2) && counter_vs < (tv-5)) ? 0 : 1;
	assign lcd_de = (counter_hs >= thb && counter_hs <= th && counter_vs >= tvb  && counter_vs < tv) ? 1 : 0;
 	assign hsync_cnt = counter_hs;
 	assign vsync_cnt = counter_vs;
	assign img_ack = lcd_de &&
	((counter_hs - thb) >= IMG_X && (counter_hs - thb) < (IMG_X + IMG_W)) && 
	((counter_vs - tvb) >= IMG_Y && (counter_vs - tvb) < (IMG_Y + IMG_H))?1'b1:1'b0;
 	reg [15:0]read_addr;              
 	assign addr = read_addr;
 	 always@(posedge clk or negedge rest_n)
     begin
         if(!rest_n)
             read_addr <= 16'd0;
         else if(img_ack)
             read_addr <= (counter_hs - IMG_X - thb) + (counter_vs - IMG_Y - tvb)*IMG_W;
         else
             read_addr <= 16'd0;  
     end
endmodule
$ cat flow/config.mk
export PLATFORM = sky130hd
export DESIGN_NAME = lcd_sync
export DESIGN_NICKNAME = lcd_sync
export VERILOG_FILES = /design/flow/design.v
export SDC_FILE = /design/flow/constraint.sdc
export NUM_CORES = 4
export LEC_CHECK = 1
export CORE_UTILIZATION = 40
$ cat flow/constraint.sdc
current_design lcd_sync

set clk_period 6.4
set clk_io_pct 0.2

create_clock -name clk0 -period $clk_period [get_ports {clk}]

set non_clock_inputs [all_inputs -no_clocks]
set_input_delay [expr $clk_period * $clk_io_pct] -clock clk0 $non_clock_inputs
set_output_delay [expr $clk_period * $clk_io_pct] -clock clk0 [all_outputs]
$ cat flow/run.sh
#!/bin/bash
# OpenROAD 26Q1-2900-gdf79404cd8, Yosys 0.63+post, stock flow scripts
make -C /OpenROAD-flow-scripts/flow DESIGN_CONFIG=/design/flow/config.mk WORK_HOME=/design/flow/orfs finish
==> Slide: Implementation Results <==
Implementation Results

Timing
  – Max Slew Vio Count: 0
  – Cycle use final: 82.3%
  – Unrepaired setup endpoints after global routing: no
  – FMAX: 190 MHz
  – Hold Vio Cnt, Final: 0
  – Clock skew: 0.00830 ns
  – Final setup violation count: 0
  – Fin crit period: 5.26 ns
  – Worst-margin pin slew: 0.697 ns
  – Slew HR: 53.2%
  – TNS Setup: 0 ns

Synth
  – Post-synth ARST share: 42.1%
  – Yosys aoi share: 13.7%
  – Warnings, synthesis: 1
  – Yosys stat chip area: 3610 um2
  – Synth Seq Share: 23.3%
  – Unique masters post-synth: 56
  – Main flop type: dfxtp_1
  – Ys cells: 422
  – Adder share: 24.2%
  – Xor+xnor area frac: 13.1%
  – Largest logic family: adder cells
  – Avg Synthesized Cell Area: 8.56 um2
  – Flip-flops with a built-in enable: 0
  – Ys flops: 38
  – Post-Syn Instances: 422
  – Simple-Gate Area Share: 17.5%
  – Mux share: 0%
  – Synthesized area: 3610 um2

Floorplanning
  – Die Width: 97.0 um
  – # rows: 34
  – Core Region: 8720 um2
  – I/O pins: 46
  – Initial Util: 41.4%
  – Chip area: 9410 um2
  – Die Height: 97.0 um

Detailed routing
  – Residual DRC: 0
  – Vias post-DR: 2886
  – Total length of routed wires: 7310 um
  – Diodes inserted: 0
  – Final ANT Viol Nets: 0
  – Wire per inst: 12.7 um
  – Via-to-Cell Ratio: 5.02
  – Drt first pass iters: 6
  – Iteration-0 DRC Markers: 70

Layout
  – Cell area after layout: 4250 um2
  – Gate Area: 2470 um2
  – Finished Core Util: 48.7%
  – Share of layout cells above drive strength 1: 5.57%
  – FF+latch area: 841 um2
  – FILL cells: 822
  – Non-Filler Instances: 575
  – Area Overhead vs Synth: 17.6%

Clock network
  – Setup Buffers After CTS: 0
  – CTS tree: yes
  – Clock transition at path regs: 0.08 ns
  – Clock Latency Late Sink: 0.40 ns
  – Hold Buf Count CTS: 0
  – Post_cts resized: 0

Setup path
  – WP data arrival: 5.54 ns
  – Crit path max fanout: 11
  – Startpoint Class: flop
  – Crit Path Class: flop to flop
  – Required time worst endpoint: 6.68 ns
  – Crit end category: flop

Global route
  – Tot GR Track Use: 16.4%
  – Vias in the first global route: 2678
  – Initial antenna violation count: 0
  – First-pass GRT wire length: 12500 um
  – Largest net degree at the start of global routing: 23
  – Total gr overflow: 0

Pwr
  – Max IR drop VDD: 0.0000733 V
  – PD cells: 121 nW/um2
  – Leak Pwr: 1.97 nW

Placement
  – Cells after DPL: 564
  – IO buf count: 45
  – Placer's final routability congestion estimate: 0.879
  – HPWL Detailed: 5600 um
  – Placed Area: 4100 um2

Worst hold path
  – Hold Crit Class: flop to flop

Run status
  – Status: complete, no violations

Flow run
  – Maxcap violations: 0
  – Tool warnings: 38
-- through the flow --
step / power [W] / setup slack, ns / hold slack, ns
global route: 0.000538 / 0.640 / 0.574
CTS: 0.000523 / 1.13 / 0.535
finish: 0.000514 / 1.14 / 0.531
floorplan: 0.000257 / 1.67 / 0.461
detailed placement: 0.000273 / 1.18 / 0.518
global placement: 0.000274 / 1.28 / 0.510
-- cell families after synthesis --
kind of cell,Yosys count
compound gates,78
xor+xnor,53
fa+ha+maj,65
buf+inv,62
flops,38
simple gates,126
-- placed cells by master (no fill, tap or decap), types with 4 or more instances in the layout --
cell / count
a21o_1: 7
clkbuf_8: 9
nand2_1: 24
o21a_1: 6
nor3_1: 6
nand2b_1: 5
nand4_1: 4
dfxtp_1: 22
ha_1: 57
xnor2_1: 31
inv_1: 48
o21ai_0: 19
and3_1: 4
clkdlybuf4s50_1: 45
dfrtp_1: 16
fa_1: 8
nand3_1: 10
nor2_1: 50
a21oi_1: 23
xor2_1: 21
-- Yosys cell counts (all sizes together) (2+ instances only) --
| master | number | area (um2) |
|---|---|---|
| and2 | 3 | 18.8 |
| or3 | 3 | 23.8 |
| xor2 | 21 | 184 |
| and3 | 5 | 32.5 |
| nor3b | 3 | 22.5 |
| a21o | 8 | 61.3 |
| nor2b | 3 | 18.8 |
| a21boi | 2 | 15.0 |
| nor3 | 7 | 46.3 |
| nand3 | 10 | 50.1 |
| or2 | 2 | 12.5 |
| a31oi | 3 | 18.8 |
| nand4 | 5 | 46.3 |
| buf | 9 | 72.6 |
| ha | 57 | 713 |
| a21oi | 23 | 115 |
| inv | 49 | 184 |
| xnor2 | 32 | 288 |
| nor4 | 2 | 18.8 |
| dfxtp | 22 | 440 |
| o21ai | 23 | 119 |
| clkbuf | 4 | 45.0 |
| a211oi | 2 | 15.0 |
| nand2 | 24 | 90.1 |
| o21a | 6 | 45.0 |
| dfrtp | 16 | 400 |
| o21bai | 2 | 15.0 |
| nor2 | 51 | 194 |
| fa | 8 | 160 |
| nand2b | 5 | 31.3 |
-- cell type report --
type,instances,share of cell area (%)
Clock buffer,12,3.83
Sequential cell,38,19.8
Inverter,49,4.33
Tap cell,108,3.18
Multi-Input combinational cell,322,58.1
Timing Repair Buffer,46,10.7
-- metal layers --
| metal | share of wire [%] | wire, um | global-route usage (%) |
|---|---|---|---|
| met1 | 50 | 3690 | 25.6 |
| met2 | 45 | 3260 | 25.0 |
| met3 | 4.4 | 321 | 3.01 |
| met4 | 0.60 | 44 | 1.49 |
| met5 | 0 | 0 | 0 |
-- sequential cells by signal, indices dropped and copies added, names as in the netlist --
signal,flops
counter_hs,11
read_addr,16
counter_vs,11
-- power breakdown --
part	internal, W	switching [W]	total [W]	leakage [nW]
Combinational	0.00000845	0.00000923	0.0000177	1.49
Clock	0.000158	0.0000958	0.000254	0.0845
Sequential	0.000239	0.00000301	0.000242	0.401
-- critical path: stages, from the launching register on --
cell,delay (ns)
dfxtp_1,0.57
inv_1,0.20
ha_1,0.29
nor2_1,0.20
o21ai_2,0.14
xnor2_1,0.41
ha_1,0.32
ha_1,0.27
inv_1,0.05
fa_1,0.52
inv_1,0.04
ha_1,0.32
or2_2,0.28
o21a_1,0.17
ha_1,0.36
a21oi_1,0.16
nand2_1,0.06
a21o_1,0.17
a41oi_1,0.24
o21ai_0,0.16
xnor2_1,0.17
nor2_1,0.05
-- path summary, 6_finish.rpt --
kind / from / to / slack (ns) / cells after the start
setup / recovery: counter_vs[0] / read_addr[15] / 1.14 / 21
hold / removal: counter_hs[0] / counter_hs[0] / 0.53 / 1
setup reg to reg: counter_vs[0] / read_addr[15] / 1.14 / 21
hold reg to reg: counter_hs[0] / counter_hs[0] / 0.53 / 1
max in group asynchronous: rest_n / read_addr[2] / 4.97 / 2
min in group asynchronous: rest_n / read_addr[0] / 1.22 / 2
Power and IR drop assume default switching activity.
